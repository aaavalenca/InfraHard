==> ./config.mk <==
export PLATFORM = sky130hd
export DESIGN_NAME = MUX12
export DESIGN_NICKNAME = MUX12
export VERILOG_FILES = /design/flow/design.v
export SDC_FILE = /design/flow/constraint.sdc
export NUM_CORES = 4
export LEC_CHECK = 1
export CORE_AREA = 10 10 95 95
export DIE_AREA = 0 0 105 105
==> ./constraint.sdc <==
current_design MUX12

set clk_period 1.0
set clk_io_pct 0.2

create_clock -name clk0 -period $clk_period

set non_clock_inputs [all_inputs -no_clocks]
set_input_delay [expr $clk_period * $clk_io_pct] -clock clk0 $non_clock_inputs
set_output_delay [expr $clk_period * $clk_io_pct] -clock clk0 [all_outputs]
==> ./design.v <==
module MUX12 (flagExcpCtrl, w_muxIn0, w_muxIn1, w_muxIn2, w_muxIn3, w_muxOut);
	input [1:0] flagExcpCtrl;
	input [31:0] w_muxIn0, w_muxIn1, w_muxIn2, w_muxIn3;
	output reg[31:0] w_muxOut;
always @(*)
begin
	case (flagExcpCtrl)
		2'b00: begin
			w_muxOut[31:0] = w_muxIn0[31:0];
		end
		2'b01: begin
			w_muxOut[31:0] = w_muxIn1[31:0];
		end
		2'b10: begin
			w_muxOut[31:0] = w_muxIn2[31:0];
		end
		2'b11: begin
			w_muxOut[31:0] = w_muxIn3[31:0];
		end
	endcase
end
endmodule
==> ./run.sh <==
#!/bin/bash
# OpenROAD 26Q1-2900-gdf79404cd8, Yosys 0.63+post, stock flow scripts
make -C /OpenROAD-flow-scripts/flow DESIGN_CONFIG=/design/flow/config.mk WORK_HOME=/design/flow/orfs finish
==> results.yml <==
# generated from flow reports
outcome:
  status: "complete, but fails checks"
  violations: "setup timing"
routing:
  drtIter0Drc: 13
  drt_wl_total_um: 6820
  viasPerCell: 4.14
  firstDrtPassIters: 4
  vias: 1250
  wl_per_cell_um: 22.6
  remaining_drc_errors: 0
  ant_nets: 0
yosys:
  avgSynthCellArea_um2: 20.9
  yosysUniqueCellTypes: 5
  syn_area_um2: 815
  yosysCellCount: 39
  yosys_warnings: 1
  ys_area_um2: 815
  syn_inst: 39
  ys_seq_share: 0
finish:
  seqCellArea_um2: 0
  utilization: 0.350
  area_growth_pct: 197
  design.seq.count: 0
  fillCellCount: 758
  drive_above_1_share: 0.373
  clockBufferCount: 0
worst_setup_path:
  path_max_fanout: 7
  startpoint_type: "primary input"
  cp.arrival_ns: 1.13
  critPathKind: "primary input to output port"
  crit_path_end_kind: "output port"
  critPathRequiredTime_ns: 0.80
floorplanning:
  die_x_um: 105
  initial_core_util: 0.118
  die_h_um: 105
  io_pins: 162
  rows: 30
  core_region_area_mm2: 0.00691
  die_area_mm2: 0.0110
cts:
  holdBufCountCts: 0
power_and_ir_drop:
  p_sw_w: 0.000241
  irDropWorstVdd_mv: 0.138
  swShare: 0.269
  p_clk_frac: 0
  leakagePower_nw: 1.14
  intPower_w: 0.000654
  combPwrFrac: 1.000
  p_per_area_mw_per_mm2: 370
  p_seq_frac: 0
min_path:
  min_path_cells: 3
  hp-start: "w_muxIn3[27]"
  worstHoldPathType: "primary input to output port"
  hold_end: "w_muxOut[27]"
timing:
  setup_violations: 32
  hold_viol_final: 0
  setup_tns_ns: -9.36
  setup_ws_ns: -0.328
  slew_headroom: 0.923
  worstMarginPinSlew_ns: 0.115
  rsz0062_at_grt: "true"
  slew_viol_final: 0
  finalCritPeriodShare: 1.33
  period_needed_ns: 1.33
  timing.hold.ws_ns: 0.882
  fmax_mhz: 753
flow_run:
  cap_violations: 0
  warning_count: 35
global_routing:
  grt_pass1_vias: 1568
  antenna_found_initial: 3
  grt_usage: 0.119
  grt_start_max_net_pins: 17
  grt_pass1_wl_um: 9880
  grt-ovfl-total: 0
place:
  place.port_buffers: 162
  gp_congestion: 0.814
  dp_worst_setup_slack_ns: -0.927
  dpl.hpwl_um: 5580
==> per-layer routing <==
metal | routed length [µm] | track usage | share of wire | up-vias
li1 | - | - | - | 542
met1 | 2750 | 0.142 | 0.40 | 572
met2 | 3060 | 0.195 | 0.45 | 132
met3 | 1010 | 0.0708 | 0.15 | 2
met4 | 2 | 0 | 0.00029 | 2
met5 | 7 | 0 | 0.0010 | -
==> synthesized netlist by cell type, drive strengths merged <==
cell type  number  area, µm²
buf             7       86.3
mux4           32        728
==> layout make-up <==
| type | instances | area (µm²) | area share |
|---|---|---|---|
| repair buffers | 172 | 1570 | 0.650 |
| multi-input cells | 32 | 721 | 0.298 |
| diodes | 2 | 5.00 | 0.00207 |
| well taps | 96 | 120 | 0.0497 |
==> worst max path at each step <==
stage	start	end	slack (ns)
4_1_cts	flagExcpCtrl[0]	w_muxOut[7]	-0.33
5_1_grt	flagExcpCtrl[0]	w_muxOut[10]	-0.36
6_report	flagExcpCtrl[0]	w_muxOut[7]	-0.33
==> layout by cell type (no fill, tap or decap), drive strengths merged <==
cell type / synthesis / routed
buf: 7 / 43
mux4: 32 / 32
diode: 0 / 2
bufbuf: 0 / 1
dlygate4sd2: 0 / 128
==> cell families after synthesis <==
| logic type | Yosys count | share of synthesized area |
|---|---|---|
| buffers and inverters | 7 | 0.106 |
| multiplexers | 32 | 0.894 |
==> per-stage QoR <==
stage	instances	total power (W)	instance area, µm²
floorplan	39	0.000287	823
global placement	294	0.00109	2520
detailed placement	294	0.00109	2520
CTS	300	0.000915	2410
global route	301	0.000973	2410
finish	302	0.000895	2420
==> worst max-delay path, cell delays in order <==
cell    delay, ns
buf_16       0.14
buf_16       0.14
mux4_2       0.51
buf_2        0.14
==> power groups by stage <==
stage	Clock, W	Combinational [W]	Sequential [W]
CTS	0	0.000915	0
global route	0.000000000134	0.000973	0
finish	0.000000000267	0.000895	0
==> what timing repair did <==
item,CTS,global route
gates resized,251,1
cloned,6,0
endpoints found under the setup margin,32,32
setup buffers,0,0
Power and IR drop assume default switching activity.
