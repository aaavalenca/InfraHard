### run.sh
#!/bin/bash
# OpenROAD 26Q1-2900-gdf79404cd8, Yosys 0.63+post, stock flow scripts
make -C /OpenROAD-flow-scripts/flow DESIGN_CONFIG=/design/flow/config.mk WORK_HOME=/design/flow/orfs finish
### design.v
module MUX5 (flagMemToReg, w_muxIn0, w_muxIn1, w_muxIn2, w_muxIn3, w_muxIn4, w_muxIn5, w_muxIn6, w_muxOut);
	input [2:0] flagMemToReg;
	input [31:0] w_muxIn0, w_muxIn1, w_muxIn2, w_muxIn3, w_muxIn4, w_muxIn5, w_muxIn6;
	output reg[31:0] w_muxOut;
always @(*)
begin
	case (flagMemToReg)
		3'b000: begin
			w_muxOut[31:0] = w_muxIn0[31:0];
		end
		3'b001: begin
			w_muxOut[31:0] = w_muxIn1[31:0];
		end
		3'b010: begin
			w_muxOut[31:0] = w_muxIn2[31:0];
        end
        3'b011: begin
            w_muxOut[31:0] = w_muxIn3[31:0];
        end
        3'b100: begin
            w_muxOut[31:0] = w_muxIn4[31:0];
        end
        3'b101: begin
            w_muxOut[31:0] = w_muxIn5[31:0];
        end
        3'b110: begin
            w_muxOut[31:0] = w_muxIn6[31:0];
        end
        3'b111: begin
            w_muxOut[31:0] <= 227;
        end
	endcase
end
endmodule
### config.mk
export PLATFORM = sky130hd
export DESIGN_NAME = MUX5
export DESIGN_NICKNAME = MUX5
export VERILOG_FILES = /design/flow/design.v
export SDC_FILE = /design/flow/constraint.sdc
export NUM_CORES = 4
export LEC_CHECK = 1
export CORE_AREA = 10 10 108 108
export DIE_AREA = 0 0 118 118
### constraint.sdc
current_design MUX5

set clk_period 7.8
set clk_io_pct 0.2

create_clock -name clk0 -period $clk_period

set non_clock_inputs [all_inputs -no_clocks]
set_input_delay [expr $clk_period * $clk_io_pct] -clock clk0 $non_clock_inputs
set_output_delay [expr $clk_period * $clk_io_pct] -clock clk0 [all_outputs]
==> out/metrics.cfg <==
[timing]
rsz0062_at_grt = no
relSlewSlack_pct = 45.68
maxSlewViolCount = 0
setup_slack_ns = 2.332
fin_crit_sh_pct = 70.10
setup_viol = 0
max_slew.worst_pin.slew_ns = 0.8148
min_period_ns = 5.468
hold_viol = 0
tns_ns = 0
fmax_mhz = 182.9

[final_layout]
nFillCells = 939
clkbuf_count = 0
area_growth_pct = 135.8
logic_area_um2 = 1684
flop_area_um2 = 0
drive_above_1_share_pct = 4.303
seq_cell_count = 0

[routing]
wirelength_um = 13230
detail_route.first_pass.iterations = 4
vias = 2865
drc = 0
antennaDiodeCount = 0
wire_per_inst_um = 21.45
via_per_inst = 4.643
first_iter_violations = 156
drtAntennaViolNets = 0

[die]
fp.coreArea_um2 = 9284
row_count = 35
die_h_um = 118
die_w_um = 118
fp_util_pct = 20.35
chip_area_um2 = 13920
pin_count = 259

[power_and_ir_drop]
power.leakage_nw = 1.703
vdd_ir_drop_max_v = 0.00003239
power_density_nw_per_um2 = 55.86

[clocking]
postCtsHoldBufs = 0
cts_resized = 0
cts_setup_buffers = 0

[global_routing]
globalRouteTotalUtil_pct = 18.24
grt_max_degree = 61
grt_pass1_vias = 3122
grt_pass1_wl_um = 19950
overflow = 0
antenna_found_initial = 0

[critical_path]
critPathBufInv = 3
slowest_delay_ns = 0.71
cpMaxStageDelayCell = nor2b_2
cp_top_family = buffers and inverters
critPathArrivalTime_ns = 3.91
worstPathCellList = buf_2 > buf_4 > nor2b_2 > a2bb2oi_1 > o22ai_1 > o22a_1 > clkdlybuf4s50_1
cp-end-kind = primary output
crit_fanout = 60
required_ns = 6.24
critPathKind = in -> out
start_kind = input pin

[logic_synthesis]
yosys_warnings = 1
synth.avg_cell_area_um2 = 7.438
yosys_area_um2 = 1889
postSynthSeqShare_pct = 0
synthCells = 254
yosys-stat-cells = 254
syn_area_um2 = 1889
synthDistinctLibCells = 31

[place]
place.detailed.hpwl_um = 11120
place_congestion = 0.8426
dpl_worst_slack_ns = 2.353
io_buffers = 259

[min_path]
hold_class = in -> out

[run]
tool_warnings = 32
cap_violations = 0

[status]
status = finished clean

per-layer routing:
layer | track usage, % | up-vias | part of all wire (%)
met5 | 0 | - | 0
met1 | 22.57 | 1302 | 41
met2 | 33.29 | 118 | 52
li1 | - | 1443 | -
met3 | 3.792 | 2 | 6.0
met4 | 0.4637 | 0 | 0.26
cells by family (layout without fill, tap and decap cells):
| kind of cell | count (synthesis) | in the layout | share of synthesized area (%) |
|---|---|---|---|
| buffers and inverters | 30 | 264 | 10.86 |
| AOI/OAI and AO/OA | 92 | 92 | 32.19 |
| muxes | 59 | 59 | 40.53 |
| and+or+nand+nor | 73 | 73 | 16.42 |
synth_stat cells (2+ instances only):
cell type   n  area, µm²
buf_6       6      67.56
nand2_1    14      52.55
o22ai_1    16      100.1
a211oi_1   12      90.09
mux4_2     14      315.3
a21oi_1    33      165.2
nor2b_1     5      31.28
a22oi_1     2      15.01
o22a_1     16      140.1
nand2b_1    5      31.28
buf_1       7      26.28
o211ai_1    2      15.01
a211o_1     2      17.52
buf_2       5      25.02
o31ai_1     2      15.01
nor2_1     46      172.7
mux2i_1    45      450.4
inv_1       2      7.510
buf_4       8      60.06
final cells by class:
class	instances	area share [%]
Inverter	2	0.1685
Multi-Input combinational cell	224	37.80
Tap cell	129	3.623
Timing Repair Buffer	262	58.41
tightest hold or removal path, stage by stage:
cell             delay [ns]
clkdlybuf4s50_1        0.41
nor2_1                 0.10
a21oi_1                0.05
clkdlybuf4s50_1        0.40
metrics by stage:
stage / hold slack, ns / total power, W / area, µm² / utilization, % / cells
2_1_floorplan: 3.201 / 0.00008594 / 1889 / - / 254
3_3_place_gp: 4.079 / 0.0002499 / 4456 / 47.99 / 617
3_5_place_dp: 4.079 / 0.0002504 / 4456 / 47.99 / 617
4_1_cts: 4.086 / 0.0002519 / 4456 / 47.99 / 617
5_1_grt: 4.118 / 0.0002695 / 4456 / 47.99 / 617
6_report: 4.075 / 0.0002489 / 4456 / 47.99 / 617
power breakdown:
| group | internal [W] | switching, W | leakage, nW |
|---|---|---|---|
| combinational | 0.000174 | 0.0000748 | 1.70 |
| sequential | 0 | 0 | 0 |
| clock | 0 | 0 | 0 |
| total | 0.000174 | 0.0000748 | 1.70 |
path summary, 6_finish.rpt:
| path | start | endpoint | slack, ns | cells past startpoint |
|---|---|---|---|---|
| max | flagMemToReg[2] | w_muxOut[6] | 2.33 | 7 |
| min | w_muxIn0[7] | w_muxOut[7] | 4.07 | 4 |
layout by cell type (no fill, tap or decap), drive strengths merged:
cell	count
nand3b	1
nor2b	6
o31ai	2
mux2i	45
a211o	2
buf	6
nor2	46
a2bb2oi	1
nand2	14
o21ai	2
o22a	16
or3	1
clkdlybuf4s50	256
inv	2
o221ai	1
mux4	14
a21oi	33
a21boi	1
o211ai	2
nand2b	5
o22ai	16
a31oi	1
a211oi	12
a22o	1
a22oi	2
Power is estimated from default activity; no workload was simulated.
