==> design.v <==
module MUX1 (flagIorD, w_muxIn0, w_muxIn1, w_muxIn2, w_muxIn3, w_muxOut);
	input [1:0] flagIorD;
	input [31:0] w_muxIn0, w_muxIn1, w_muxIn2, w_muxIn3;
	output reg[31:0] w_muxOut;
always @(*)
begin
	case (flagIorD)
        2'b00: begin
			w_muxOut[31:0] = w_muxIn0[31:0];
		end
		2'b01: begin
			w_muxOut[31:0] = w_muxIn1[31:0];
		end
		2'b10: begin
			w_muxOut[31:0] = w_muxIn2[31:0];
		end
		2'b11: begin
			w_muxOut[31:0] = w_muxIn3[31:0];
		end
	endcase
end
endmodule
==> run.sh <==
#!/bin/bash
# OpenROAD 26Q1-2900-gdf79404cd8, Yosys 0.63+post, stock flow scripts
make -C /OpenROAD-flow-scripts/flow DESIGN_CONFIG=/design/flow/config.mk WORK_HOME=/design/flow/orfs finish
==> config.mk <==
export PLATFORM = sky130hd
export DESIGN_NAME = MUX1
export DESIGN_NICKNAME = MUX1
export VERILOG_FILES = /design/flow/design.v
export SDC_FILE = /design/flow/constraint.sdc
export NUM_CORES = 4
export LEC_CHECK = 1
export CORE_AREA = 10 10 84 84
export DIE_AREA = 0 0 94 94
==> constraint.sdc <==
current_design MUX1

set clk_period 1.5
set clk_io_pct 0.2

create_clock -name clk0 -period $clk_period

set non_clock_inputs [all_inputs -no_clocks]
set_input_delay [expr $clk_period * $clk_io_pct] -clock clk0 $non_clock_inputs
set_output_delay [expr $clk_period * $clk_io_pct] -clock clk0 [all_outputs]
==> results.py <==
# Generated from Yosys and OpenROAD reports
metrics = {
    "final_layout": {
        "drive_above_1_share": 0.390,
        "area_growth_pct": 192,
        "clock_buffers": 0,
        "seq_area_um2": 0,
        "nFillCells": 534,
        "flops": 0,
        "final_util": 0.456,
    },
    "grt": {
        "track_usage": 0.131,
        "gr-total-overflow": 0,
        "grt_pass1_wl_um": 8770,
        "grt_pass1_vias": 1502,
        "globalRouteMet3Util": 0.0670,
        "globalRouteMet2Util": 0.237,
        "globalRouteMet1Util": 0.140,
        "grt_max_degree": 11,
        "top_usage_layer": "met2",
        "antenna_found_initial": 2,
    },
    "logic_synthesis": {
        "yosysWarnings": 1,
        "avgSynthCellArea_um2": 20.9,
        "yosys_area_um2": 815,
        "ys_cells": 39,
        "synth_cells": 39,
        "yosysTopAreaCellShare": 0.829,
        "top_area_cell": "mux4_2",
        "ys_seq_share": 0,
        "area_leaders": "mux4_2, buf_12, mux4_1, buf_2, buf_6",
        "netlist_area_um2": 815,
        "synth.distinct_cells": 5,
    },
    "drt": {
        "vias_per_cell": 4.34,
        "routed-via-count": 1225,
        "drc": 0,
        "drt_iter0_drc": 26,
        "postRouteAntennaNets": 0,
        "drtPass1Iterations": 3,
        "wl_per_cell_um": 20.9,
        "totalWireLength_um": 5900,
    },
    "placed_design": {
        "port_buffers": 162,
        "gp_congestion": 0.817,
        "hpwl_um": 5170,
    },
    "floorplan": {
        "die-area_um2": 8840,
        "fp.dieW_um": 94,
        "core-area_um2": 5200,
        "die_y_um": 94,
        "io_pins": 162,
        "rows": 26,
        "fp_util": 0.156,
    },
    "final_timing": {
        "max_slew.worst_pin.slew_ns": 0.125,
        "layout_min_cycle_time_ns": 1.56,
        "fmax_mhz": 639,
        "worst_slack_ns": -0.0638,
        "hold_ws_ns": 1.08,
        "maxSlewHeadroom": 0.917,
        "report.final.slew_viol_count": 0,
        "hold_viol": 0,
        "rsz0062_at_grt": "yes",
        "finalSetupViolCount": 15,
        "finalCritPeriodShare": 1.04,
    },
    "setup_path": {
        "critical-path-max-stage-delay_ns": 0.49,
        "setup.worst_path.end_class": "output pin",
        "start_kind": "input port",
        "crit_required_ns": 1.20,
        "critPathSlowestCell": "mux4_2",
        "crit_path_frequent_cell": "buf_12",
        "crit_path_cell_trace": "buf_12 -> buf_12 -> buf_8 -> mux4_2 -> buf_2",
        "worstPathMaxFanout": 6,
        "setup.worst_path.class": "input port to output pin",
        "worstPathArrival_ns": 1.26,
    },
    "run": {
        "warning_count": 34,
        "cap_violations": 0,
    },
    "min_path": {
        "holdPathStages": 3,
        "min_path_type": "input port to output pin",
    },
    "outcome": {
        "outcome": "finished, violations left",
        "violations": "setup timing",
    },
    "clock_network": {
        "cts_hold_buf": 0,
    },
    "power": {
        "leakagePower_nw": 1.15,
        "pwr_density_cell_nw_per_um2": 243,
        "peakVddDrop_mv": 0.109,
    },
}
==> final cells by class <==
type	count	area, um^2	area share
multi-input cells	32	721	0.303
diodes	2	5.00	0.00211
repair buffers	178	1560	0.658
well taps	70	87.6	0.0369
==> routing by layer <==
layer / vias to the layer above / routed length, um
li1: 552 / -
met1: 575 / 2060
met2: 96 / 3020
met3: 2 / 803
met4: 0 / 22
met5: - / 0
==> cells in the final DEF (no fill, tap or decap), drive strengths merged <==
cell,synthesis,layout
bufbuf,0,1
mux4,32,32
dlygate4sd2,0,128
buf,7,49
diode,0,2
==> path summary, 6_finish.rpt <==
check / startpoint / endpoint
max: flagIorD[0] / w_muxOut[0]
min: w_muxIn3[15] / w_muxOut[15]
==> synthesized netlist by cell type <==
master   n
buf_12   3
buf_6    1
mux4_1   2
mux4_2  30
buf_2    3
==> per-stage QoR <==
stage | power, mW | TNS (ns) | worst slack, ns | cell area [um^2] | instances
2_1_floorplan | 0.189 | 0 | 0.183 | 815 | 39
3_3_place_gp | 0.726 | -18.46 | -0.626 | 2510 | 269
3_5_place_dp | 0.728 | -18.75 | -0.634 | 2510 | 269
4_1_cts | 0.594 | -1.05 | -0.0774 | 2390 | 281
5_1_grt | 0.624 | -1.12 | -0.105 | 2370 | 282
6_report | 0.577 | -0.604 | -0.0638 | 2370 | 282
==> critical path, delay by kind of cell <==
family                 cells  cell delay, ns
buffers and inverters      4            0.47
muxes                      1            0.49
==> power by group <==
| group | switching, mW | leakage (nW) | internal, mW |
|---|---|---|---|
| clock | 0 | 0.0000127 | 0.000000178 |
| combinational | 0.148 | 1.15 | 0.428 |
| sequential | 0 | 0 | 0 |
==> timing repair <==
item,4_1_cts,5_1_grt
setup endpoints to repair,32,23
buffers inserted,9,0
gates cloned,3,0
gates resized,248,1
==> cells by family (layout without fill, tap and decap cells) <==
family / after synthesis / after routing / share of synthesized area
muxes: 32 / 32 / 0.894
buffers and inverters: 7 / 178 / 0.106
other: 0 / 2 / 0
No activity file was given, so power comes from the tool's default toggle rates.
